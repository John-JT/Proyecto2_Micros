<file path="design/flow/design.v">
`timescale 1ns / 1ps
module execute(
    input [2:0] ALU_FUN1, ALU_FUN2,
    input [31:0] input_A1, input_sz1, input_register1, input_A2, input_sz2, input_register2,
    input [4:0] rt1, rd1, rt2, rd2,
    input SEL_ALU1 ,SEL_REG1, SEL_ALU2, SEL_REG2,
    output [31:0] out_ALU1, out_dato_registro1, out_ALU2, out_dato_registro2,
    output [4:0] out_mux_sel_reg1, out_mux_sel_reg2
    );
    reg [31:0] out_alu1;
    wire [31:0] input_B1;
    reg [31:0] out_alu2;
    wire [31:0] input_B2;
     assign input_B1 = SEL_ALU1 ? input_sz1 : input_register1;
     assign input_B2 = SEL_ALU2 ? input_sz2 : input_register2;
    always @(ALU_FUN1, input_A1, input_B1)
    begin
    case (ALU_FUN1)
        3'b001:
            out_alu1 = input_A1 + input_B1;
        3'b010:
            out_alu1 = input_A1 - input_B1;
        3'b011:
            out_alu1 = input_A1 & input_B1;
        3'b100:
            out_alu1 = input_A1 | input_B1;
        3'b101:
            out_alu1 = ~(input_A1 | input_B1);
        3'b110:
            if (input_A1 < input_B1)
                out_alu1 = 1;
            else
                out_alu1 = 0;
        default:
            out_alu1 = 32'b0;
    endcase
    end
    always @(ALU_FUN2, input_A2, input_B2)
    begin
    case (ALU_FUN2)
        3'b001:
            out_alu2 = input_A2 + input_B2;
        3'b010:
            out_alu2 = input_A2 - input_B2;
        3'b011:
            out_alu2 = input_A2 & input_B2;
        3'b100:
            out_alu2 = input_A2 | input_B2;
        3'b101:
            out_alu2 = ~(input_A2 | input_B2);
        3'b110:
            if (input_A2 < input_B2)
                out_alu2 = 1;
            else
                out_alu2 = 0;
        default:
            out_alu2 = 32'b0;
    endcase
    end
  assign out_mux_sel_reg1 = SEL_REG1 ? rd1 : rt1;
  assign out_mux_sel_reg2 = SEL_REG2 ? rd2 : rt2;
  assign out_ALU1 = out_alu1;
  assign out_dato_registro1 = input_register1;
  assign out_ALU2 = out_alu2;
  assign out_dato_registro2 = input_register2;
endmodule
</file>
<file path="design/flow/run.sh">
#!/bin/bash
# OpenROAD 26Q1-2900-gdf79404cd8, Yosys 0.63+post, stock flow scripts
make -C /OpenROAD-flow-scripts/flow DESIGN_CONFIG=/design/flow/config.mk WORK_HOME=/design/flow/orfs finish
</file>
<file path="design/flow/config.mk">
export PLATFORM = sky130hd
export DESIGN_NAME = execute
export DESIGN_NICKNAME = execute
export VERILOG_FILES = /design/flow/design.v
export SDC_FILE = /design/flow/constraint.sdc
export NUM_CORES = 4
export LEC_CHECK = 1
export CORE_UTILIZATION = 30
export SYNTH_HDL_FRONTEND = slang
</file>
<file path="design/flow/constraint.sdc">
current_design execute

set clk_period 16.8
set clk_io_pct 0.2

create_clock -name clk0 -period $clk_period

set non_clock_inputs [all_inputs -no_clocks]
set_input_delay [expr $clk_period * $clk_io_pct] -clock clk0 $non_clock_inputs
set_output_delay [expr $clk_period * $clk_io_pct] -clock clk0 [all_outputs]
</file>
==> qor.csv <==
metric,value,unit
worst-path fanout max,32,
crit path cell chain,buf_2 -> buf_4 -> mux2i_1 -> ha_1 -> a21oi_1 -> o21bai_1 -> a2111oi_0 -> o21bai_1 -> a31oi_1 -> o21ai_2 -> a21oi_2 -> o21ai_0 -> a211o_1 -> a31oi_1 -> clkdlybuf4s50_1,
tool warnings,189,
initial antenna violation count,3,
row cnt,71,
Ports,360,
Sw Pwr,293,uW
Tcrit/Tclk final,67.4,%
total wire length,42300,um
status,"finished, final reports clean",
FFs & Latches,0,
Yosys top cell by area,ha_1,
worst vdd ir,0.0200,mV
Yosys Chip Area,11600,um^2
worst path bufs/invs,3,
fin worst setup slack,5.48,ns
worst relative slew slack,44.7,%
# port buffers,360,
Overall Power,562,uW
RSZ-0062 raised after global routing,false,
total global-route track usage,20.6,%
Power Density,37.2,nW/um^2
YS warnings,0,
Reg area,0,um^2
min cycle time layout,11.32,ns
sequential-to-total area share from yosys stat,0,%
via count,12800,
fmax,88.3,MHz
Crit path largest cell delay,0.57,ns
Post-Syn Area per Cell,7.02,um^2
Post-Syn Instances,1654,
switching share of power,52.1,%
CP startpoint kind,primary input,
kind of cell adding the most delay to the critical path,AND-OR/OR-AND gates,
ratio of cells with drive above 1 in the final layout,4.13,%
Critical Path AT,7.96,ns
post-CTS setup buffer count,0,
Setup Crit Path Kind,in -> out,
"top cells, area","ha_1, a21oi_1, inv_1",
Clk network pwr share,0,%
Final Wtd Congestion,0.961,
P&R area growth vs syn,30.0,%
Top-area cell share,23.8,%
First-pass DRT Iterations,7,
Synth Cell Area,11600,um^2
pin count of the biggest net entering global routing,44,
TNS Setup,0,ns
setup violators final,0,
Internal,269,uW
# clk buffers,0,
global-route wire length before repair,64300,um
vias in the first global route,11600,
Routed Antenna Nets,0,
dpl hpwl,34500,um
"Hold Violations, Final",0,
Congestion Overflow GR,0,
DP Area,15100,um^2
initial drt markers,1048,
# DRC,0,
Critical Path End Type,output pin,
Worst-Margin Slew,0.824,ns
chip area,39500,um^2
Sequential Power Share,0,%
ys cells,1654,
die width,199,um
Hold WC Path Type,in -> out,
fin area,15100,um^2
Combinational Power Share,100.0,%
core footprint,37800,um^2
crit path DRT,13.44,ns
setup slack at placement,5.52,ns
Max Transition Viols Final,0,
Critical-path top delay cell,a31oi_1,
# resized after CTS,0,
chip height,199,um
Floorplan Utilization,30.7,%
number of vias per cell,5.38,
Hold Buf Count CTS,0,
P_leak,0.00669,uW
Synth cell types,85,
routed len/inst,17.8,um
max-cap violation count,0,
path summary, 6_finish.rpt:
path | slack, ns | to | depth (start not counted) | startpoint
min | 7.54 | out_dato_registro1[13] | 2 | input_register1[13]
max | 5.48 | out_ALU2[27] | 15 | SEL_ALU2
layout make-up:
class	count	area, um^2
fill	3933	22700
multi-input combinational	1299	10000
timing repair buffer	375	3700
inverter	191	717
tap	511	639
antenna	2	5.00
synthesized netlist by cell type (15+ instances only):
master    number
ha_1         221
inv_1        191
a21oi_1      147
nor2_1       125
o21ai_0       84
clkbuf_1      80
mux2i_1       68
buf_4         64
xnor2_1       63
nand2_1       53
a22oi_1       43
o21bai_1      35
a21o_1        32
a221oi_1      28
nand2b_1      28
nor3_1        26
o22ai_1       23
nand3_1       21
a31oi_1       20
nor2b_1       20
a221o_1       19
o21a_1        19
o211ai_1      15
power groups by stage:
stage | sequential [uW] | clock, uW | combinational [uW]
4_1_cts | 0 | 0 | 560
5_1_grt | 0 | 0.00000799 | 617
6_report | 0 | 0.0000160 | 562
cells by family (layout without fill, tap and decap cells):
logic type,Yosys count,count (layout),synth area share [%]
AND-OR/OR-AND,593,593,35.8
buffers and inverters,355,566,13.7
AND/OR/NAND/NOR,332,332,13.8
adder cells (fa/ha/maj),225,225,24.5
multiplexers,79,79,6.93
XOR/XNOR,70,70,5.28
other,0,2,0
per-layer routing:
metal  global-route usage [%]  up-vias  share of wire, %
met2                     33.6      512                46
met3                     2.21       46               7.0
met1                     29.3     5920                45
met5                        0        -             0.040
met4                     4.02        2               1.9
li1                         -     6323                 -
stage by stage:
stage / cells / util, % / hold slack (ns)
after floorplan: 1654 / - / 6.76
after global placement: 2376 / 39.9 / 7.54
after detailed placement: 2376 / 39.9 / 7.54
after CTS: 2376 / 39.9 / 7.54
after global routing: 2377 / 39.9 / 7.56
final: 2378 / 39.9 / 7.54
layout by cell type (no fill, tap or decap), types with 5 or more instances in the layout:
master	count
clkdlybuf4s50_1	356
nand2b_1	28
a22oi_1	43
a31oi_1	20
o22a_1	6
nor2_1	123
nand4_1	5
a211oi_1	12
o211ai_1	15
nand3_1	21
o221a_2	13
buf_4	15
o21ai_0	84
or3_1	9
a221o_1	19
nor4_1	7
a221oi_1	28
o221ai_1	5
o311a_1	7
nor2b_1	17
mux2_2	11
inv_1	191
o2111ai_1	5
xor2_1	7
o31ai_1	11
a211o_1	7
o21bai_1	35
and2_1	8
a21oi_1	147
nor3_1	26
a21o_1	32
o22ai_1	23
o21a_1	19
or2_2	7
a2111oi_0	5
ha_1	221
nand2_1	53
xnor2_1	63
mux2i_1	68
Power figures rest on the tool's default switching activity, not on a simulated workload.
