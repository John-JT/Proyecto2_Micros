==> ./design.v <==
`timescale 1ns / 1ps
module decode(
    input reloj,
    input [4:0] DIR_A1, DIR_B1, DIR_WRA1, DIR_A2, DIR_B2, DIR_WRA2,
    input [31:0] DI1, DI2,
    input REG_RD1, REG_WR1, SEL_I1, REG_RD2, REG_WR2, SEL_I2,
    input [15:0] IMD1, IMD2,
    input [25:0] address1, address2,
    input [3:0] pc_4, pc_8,
    output [31:0] DOA1, DOB1, out_mux_sz1, DOA2, DOB2, out_mux_sz2,
    output [31:0] out_addr1, out_addr2);
    reg [31:0] registro [0:31];
    reg [31:0] routA1, routB1 = 32'b0;
    reg [31:0] routA2, routB2 = 32'b0;
    reg [31:0] out_sign1, out_zero1 = 0;
    reg [31:0] out_sign2, out_zero2 = 0;
    wire [1:0] regRD = {REG_RD1, REG_RD2};
    wire [1:0] regWR = {REG_WR1, REG_WR2};
    always @ (regRD, DIR_A1, DIR_B1, DIR_A2, DIR_B2)
    begin
      case (regRD)
        2'b00:
          begin
          routA1 = registro [DIR_A1];
          routB1 = registro [DIR_B1];
          routA2 = registro [DIR_A2];
          routB2 = registro [DIR_B2];
          end
        2'b01:
          begin
          routA1 = registro [DIR_A1];
          routB1 = registro [DIR_B1];
          routA2 = 32'b0;
          routB2 = 32'b0;
          end
        2'b10:
          begin
          routA1 = 32'b0;
          routB1 = 32'b0;
          routA2 = registro [DIR_A2];
          routB2 = registro [DIR_B2];
          end
        2'b11:
          begin
          routA1 = 32'b0;
          routB1 = 32'b0;
          routA2 = 32'b0;
          routB2 = 32'b0;
          end
      endcase
    end
    always @ (posedge reloj)
    begin
      case (regWR)
        2'b00:
        begin
          registro[DIR_WRA1] <= DI1;
          registro[DIR_WRA2] <= DI2;
        end
        2'b01:
        begin
          registro[DIR_WRA1] <= DI1;
          registro[DIR_WRA2] <= registro[DIR_WRA2];
        end
        2'b10:
        begin
          registro[DIR_WRA1] <= registro[DIR_WRA1];
          registro[DIR_WRA2] <= DI2;
        end
        2'b11:
        begin
          registro[DIR_WRA1] <= registro[DIR_WRA1];
          registro[DIR_WRA2] <= registro[DIR_WRA2];
        end
      endcase
    end
    assign DOA1 = routA1;
    assign DOB1 = routB1;
    assign DOA2 = routA2;
    assign DOB2 = routB2;
    always @(IMD1)
    begin
    if(IMD1[15]==1'b1) out_sign1 = {16'b1111111111111111,IMD1};
    else out_sign1 = {16'b0000000000000000,IMD1};
    end
    always @(IMD2)
    begin
    if(IMD2[15]==1'b1) out_sign2 = {16'b1111111111111111,IMD2};
    else out_sign2 = {16'b0000000000000000,IMD2};
    end
    always @(IMD1)
    begin
    out_zero1 <= {16'b0000000000000000,IMD1};
    end
    always @(IMD2)
    begin
    out_zero2 <= {16'b0000000000000000,IMD2};
    end
    assign out_mux_sz1 = SEL_I1 ? out_sign1 : out_zero1;
    assign out_mux_sz2 = SEL_I2 ? out_sign2 : out_zero2;
    assign out_addr1 = {pc_4,address1,2'b00};
    assign out_addr2 = {pc_8,address2,2'b00};
endmodule
==> ./run.sh <==
#!/bin/bash
# OpenROAD 26Q1-2900-gdf79404cd8, Yosys 0.63+post, stock flow scripts
make -C /OpenROAD-flow-scripts/flow DESIGN_CONFIG=/design/flow/config.mk WORK_HOME=/design/flow/orfs finish
==> ./config.mk <==
export PLATFORM = sky130hd
export DESIGN_NAME = decode
export DESIGN_NICKNAME = decode
export VERILOG_FILES = /design/flow/design.v
export SDC_FILE = /design/flow/constraint.sdc
export NUM_CORES = 4
export LEC_CHECK = 1
export CORE_UTILIZATION = 40
export SYNTH_HDL_FRONTEND = slang
==> ./constraint.sdc <==
current_design decode

set clk_period 7.5
set clk_io_pct 0.2

create_clock -name clk0 -period $clk_period [get_ports {reloj}]

set non_clock_inputs [all_inputs -no_clocks]
set_input_delay [expr $clk_period * $clk_io_pct] -clock clk0 $non_clock_inputs
set_output_delay [expr $clk_period * $clk_io_pct] -clock clk0 [all_outputs]
==> flow_metrics.py <==
# Flow results
metrics = {
    "clocking": {
        "post_cts_buffers": 0,
        "cts_tree": "built",
        "cts_sinks": 1024,
        "clk_path_buf_depth": 3,
        "clockRootBuffer": "clkbuf_16",
        "ctsHtreeMaxLevel": 3,
        "ctsHoldBuffers": 0,
        "clk_pin_slew_ps": 60,
        "post_cts_resized": 0,
        "cts_made_buffers": 121,
    },
    "synth": {
        "ys.flops": 1024,
        "ff_type": "edfxtp_1",
        "async_flop_share_pct": 0,
        "common_cells": "edfxtp_1, mux4_2, mux2_2",
        "yosys_warnings": 0,
        "ys_types": 47,
        "ys_area_mm2": 0.0786,
        "top_area_share_pct": 39.1,
        "synth.largest_area_cell": "edfxtp_1",
        "ys_cells": 5095,
        "syn_area_mm2": 0.0786,
        "top_cell": "edfxtp_1",
        "ys_seq_share_pct": 39.1,
        "syn_avg_cell_area_um2": 15.4,
        "synthTopCellsByArea": "edfxtp_1, mux4_2, mux2_2",
        "synthCells": 5095,
        "synth-edff-count": 1024,
    },
    "floorplanning": {
        "chipArea_mm2": 0.198,
        "io_pins": 449,
        "placementRows": 162,
        "die_w_um": 445,
        "dieHeight_um": 445,
        "core_area_mm2": 0.195,
        "fp_util_pct": 40.3,
    },
    "sta": {
        "relSlewSlack_pct": 21.5,
        "whs_ps": 1760,
        "finalSetupViolCount": 0,
        "clock.fmax_ghz": 0.154,
        "fin_crit_sh_pct": 86.6,
        "tightest_slew_ps": 1170,
        "post-route-min-period_ps": 6490,
        "finalHoldViolCount": 0,
        "setup_tns_ps": 0,
        "report.final.slew_viol_count": 0,
        "rsz0062_at_grt": "no",
    },
    "power_and_ir_drop": {
        "power_density_mw_per_mm2": 181,
        "leakage_uw": 0.0285,
        "vdd_drop_max_v": 0.000189,
    },
    "worst_hold_path": {
        "hp-start": "DI2[16]",
        "holdCritPathClass": "primary input to flip-flop",
    },
    "critical_path": {
        "crit_arrival_ps": 4990,
        "startpoint_type": "primary input",
        "crit_path_start": "DIR_A1[0]",
        "crit_path_end_kind": "output pin",
        "required_ps": 6000,
        "path_max_fanout": 30,
        "crit_type": "primary input to output pin",
    },
    "routing": {
        "wire_per_inst_um": 45.1,
        "vias": 56100,
        "drc_errors": 0,
        "drt_iter0_drc": 4945,
        "ant_nets": 0,
        "firstDrtPassIters": 6,
        "drt-vias-per-instance": 7.26,
        "wl_um": 348000,
    },
    "global_route": {
        "overflow": 0,
        "grt_max_degree": 65,
        "antenna_found_initial": 26,
        "grt_pass1_vias": 58500,
        "grt_usage_pct": 37.5,
        "grt_pass1_wl_um": 474000,
    },
    "finish": {
        "area_growth_pct": 10.5,
        "drive_gt1_share_pct": 45.9,
        "largest_reg_flops": 1024,
        "largestRegisters": "registro x1024",
        "nFillCells": 17000,
        "top_register": "registro",
    },
    "placed_design": {
        "dp_hpwl_um": 217000,
        "place.port_buffers": 264,
        "globalplace.congestion": 1.04,
    },
    "run": {
        "drv_cap": 0,
        "warnings": 26,
    },
    "outcome": {
        "outcome": "completed",
    },
}
## worst paths after layout
kind	cells after the start	slack, ps	end
setup / recovery	7	1010	DOA1[15]
hold / removal	3	1760	registro[26][16]
## per-layer routing
metal  share of wire, %  track usage, %
met1                 30            40.9
met2                 43            50.4
met3                 19            29.5
met4                8.2            23.3
met5               0.34            4.40
## worst max-delay path: stages
cell             delay [ps]
buf_6                   490
buf_4                   620
mux4_2                  330
mux2i_1                 100
a221o_1                 440
a31oi_1                 750
clkdlybuf4s50_1         630
## cells in the final DEF (no fill, tap or decap), drive strengths merged, types with 96 or more instances in the layout
cell type	count
edfxtp	1024
clkdlybuf4s50	242
o21ai	112
buf	343
a221oi	96
mux2	1024
a22oi	128
clkbuf	138
mux4	896
mux2i	512
a31oi	128
a221o	128
## final cells by class
type	count	area (um2)	share of cell area (%)
Timing Repair Buffer	585	5400	6.22
Antenna cell	16	40.0	0.0461
Sequential cell	1024	30700	35.4
Clock buffer	138	3130	3.61
Multi-Input combinational cell	3246	43400	49.9
Inverter	7	36.3	0.0418
Clock inverter	90	867	0.998
Tap cell	2624	3280	3.78
## logic make-up after synthesis
group                     synth area share [%]
muxes                                     46.9
DFF                                       39.1
buffers and inverters                     6.58
AOI/OAI and AO/OA                         6.25
and+or+nand+nor                           1.08
xor gates and xnor gates                0.0446
other                                  0.00477
## report_power, final
part / switching [uW] / leakage, uW / total, uW / internal, uW
combinational: 1750 / 0.0173 / 3050 / 1300
clock: 2610 / 0.00198 / 6120 / 3500
sequential: 114 / 0.00925 / 6570 / 6460
## through the flow
stage	worst slack (ps)	power (uW)	util, %	cells	instance area (um2)
after global placement	1130	9610	42.5	7486	82800
after CTS	1120	15700	44.5	7714	86800
after global routing	976	16000	44.5	7725	86900
final	1010	15700	44.6	7730	86900
after detailed placement	1130	9620	42.5	7486	82800
after floorplan	2510	8490	-	5098	78600
Power and IR drop assume default switching activity.
