==> design/flow/design.v <==
`timescale 1ns / 1ps
module mem (
  input reloj,
  input [31:0] DI_MEM1, DI_MEM2,
  input [6:0] DIR_MEM1, DIR_MEM2,
  input MEM_RD1, MEM_RD2,
  input MEM_WR1, MEM_WR2,
  input w_h1, w_h2,
  output [31:0] DO_MEMo1, DO_MEMo2
  );
  reg [31:0] mem [0:127];            
  reg [31:0] DO_MEMor1 = 32'b0;
  reg [31:0] DO_MEMor2 = 32'b0;
  wire LE1 = ((~MEM_RD1)+(MEM_WR1));
  wire LE2 = ((~MEM_RD2)+(MEM_WR2));
  always @ (posedge reloj)
  begin
      if (LE1)
        begin
          DO_MEMor1 <= mem[DIR_MEM1];
        end
      else
        begin
          if(w_h1)  mem[DIR_MEM1] <= DI_MEM1;
          else      mem[DIR_MEM1] <= {16'b0,DI_MEM1[15:0]};
        end
  end
  always @ (posedge reloj)
  begin
      if (LE2)
        begin
          DO_MEMor2 <= mem[DIR_MEM2];
        end
      else
        begin
          if(w_h2)   mem[DIR_MEM2] <= DI_MEM2;
          else      mem[DIR_MEM2] <= {16'b0,DI_MEM2[15:0]};
        end
  end
    assign DO_MEMo1 = DO_MEMor1;
    assign DO_MEMo2 = DO_MEMor2;
endmodule  
==> design/flow/run.sh <==
#!/bin/bash
# OpenROAD 26Q1-2900-gdf79404cd8, Yosys 0.63+post, stock flow scripts
make -C /OpenROAD-flow-scripts/flow DESIGN_CONFIG=/design/flow/config.mk WORK_HOME=/design/flow/orfs finish
==> design/flow/config.mk <==
export PLATFORM = sky130hd
export DESIGN_NAME = mem
export DESIGN_NICKNAME = mem
export VERILOG_FILES = /design/flow/design.v
export SDC_FILE = /design/flow/constraint.sdc
export NUM_CORES = 4
export LEC_CHECK = 1
export CORE_UTILIZATION = 50
export SYNTH_HDL_FRONTEND = slang
==> design/flow/constraint.sdc <==
current_design mem

set clk_period 69.2
set clk_io_pct 0.2

create_clock -name clk0 -period $clk_period [get_ports {reloj}]

set non_clock_inputs [all_inputs -no_clocks]
set_input_delay [expr $clk_period * $clk_io_pct] -clock clk0 $non_clock_inputs
set_output_delay [expr $clk_period * $clk_io_pct] -clock clk0 [all_outputs]
==> flow_summary.yaml <==
# synthesis and place-and-route metrics
run_status:
  outcome: "complete, no violations"
flow_run:
  drv_cap: 0
  warnings: 28
global_routing:
  first_global_vias: 169000
  globalRouteOverflowTotal: 0
  grt_pass1_wl_um: 1360000
  antenna_found_initial: 178
  grt_max_degree: 90
  grtUsageTotal_pct: 46.7
synthesis:
  common_cells: "4160 x edfxtp_1, 2688 x mux4_2, 2112 x mux2_2"
  async_flop_share_pct: 0
  ys.warnings.count: 0
  ys_seq_share_pct: 52.4
  synth_cell_types: 37
  ys.flop_type: "edfxtp_1"
  edf_count: 4160
  netlist_area_mm2: 0.238
  area_leaders: "edfxtp_1 52%, mux4_2 25%, mux2_2 10%"
  avgSynthCellArea_um2: 15.2
  most_common_cell: "edfxtp_1"
  ys_ff: 4160
  yosysTopAreaCell: "edfxtp_1"
  ys_area_mm2: 0.238
  synthCells: 15700
  synth.top_cell.area_share_pct: 52.4
  ys_cells: 15700
routing:
  wirelength_um: 1000000
  drtIter0Drc: 13100
  drc_errors: 0
  ant_nets: 0
  wl_per_cell_um: 45.2
  num_vias: 159000
  dr.pass1.iters: 9
  via_per_inst: 7.16
cells_and_area:
  logic_area_mm2: 0.107
  fin_cells: 22200
  ff_latch_area_mm2: 0.125
  num-fill-cells: 35100
  drive_gt1_share_pct: 43.1
  syn2layout_area_growth_pct: 10.7
pwr:
  ir_drop_uv: 23.9
  p_per_area_mw_per_mm2: 23.3
  total_leakage_power_uw: 0.0809
clocking:
  clk_pin_slew_ps: 60
  clockBufferDepth: 4
  cts_post_setup_buffers_inserted: 0
  clk-insertion-delay-late_ps: 1090
  cts_tree: "built"
  cts_resized: 0
  clock-sinks: 4160
  htree_levels: 5
  postCtsHoldBufs: 0
  cts-root-buf: "clkbuf_16"
  numCtsBuffers: 453
die:
  die_width_um: 692
  die_area_mm2: 0.479
  rows: 253
  coreArea_mm2: 0.475
  io_pins: 149
  die_y_um: 692
  fp-utilization_pct: 50.2
placement:
  placedCellCount: 20700
  place.gp.congestion: 1.08
  hpwlAfterDp_um: 625000
  io_buffers: 148
final_timing:
  max_freq_mhz: 50.9
  tightest_slew_ps: 1090
  drv_slew: 0
  skew_ps: 58.1
  min_period_over_period_pct: 28.4
  final_hold_viol_count: 0
  final.min_clock_period_ps: 19640
  rsz0062_at_grt: "false"
  finalSetupViolations: 0
  slew_headroom_pct: 26.8
  setup-tns-final_ps: 0
critical_path:
  crit_type: "primary input to register"
  cp.required_ps: 70040
  critPathCaptureType: "register"
  start_kind: "primary input"
  cp.arrival_ps: 20470
  worstPathMaxFanout: 54
min_path:
  hp-class: "register to register"
-- sequential cells by signal (all words and copies together) (netlist names) --
register  flops
DO_MEMo1     32
mem        4096
DO_MEMo2     32
-- kinds of logic after synthesis --
| kind of cell | share of synthesized area [%] |
|---|---|
| multiplexers | 35.4 |
| flip-flops | 52.4 |
| AND/OR/NAND/NOR | 3.88 |
| AND-OR/OR-AND | 4.72 |
| buffers and inverters | 3.59 |
| XOR/XNOR | 0.00735 |
-- power by group --
| part | switching [uW] | internal, uW | total, uW | leakage, uW |
|---|---|---|---|---|
| clock network | 1060 | 1400 | 2460 | 0.00716 |
| logic | 545 | 297 | 842 | 0.0375 |
| registers | 31.2 | 2820 | 2850 | 0.0363 |
| total | 1640 | 4510 | 6150 | 0.0809 |
-- worst paths after layout --
kind	depth (start not counted)	endpoint	start	slack [ps]
setup reg to reg	4	DO_MEMo1[7]	mem[36][7]	66100
hold / removal	4	DO_MEMo1[23]	mem[76][23]	1200
hold reg to reg	4	DO_MEMo1[23]	mem[76][23]	1200
setup / recovery	11	DO_MEMo2[9]	DIR_MEM2[0]	49560
-- cell type report --
type | instances | area share [%]
Inverter | 3 | 0.00617
Sequential cell | 4160 | 47.4
Tap cell | 6247 | 2.96
Clock inverter | 285 | 1.04
Multi-Input combinational cell | 9309 | 40.6
Clock buffer | 554 | 4.51
Antenna cell | 636 | 0.603
Timing Repair Buffer | 966 | 2.92
-- worst max-delay path: stages --
cell	delay (ps)
buf_16	320
buf_4	640
buf_4	650
buf_4	720
buf_4	700
buf_4	740
buf_4	660
mux4_2	620
mux4_2	540
mux4_2	470
mux2_2	280
-- per-layer routing --
metal  track usage, %  vias to the layer above  part of all wire [%]
li1                 -                    61800                     -
met1             48.3                    78000                    27
met2             56.3                    15500                    40
met3             48.1                     3030                    24
met4             25.3                      289                   7.1
met5             26.2                        -                   1.4
-- through the flow --
step	utilization (%)	instance area [um2]	setup WS (ps)	power (uW)	hold WS (ps)
3_3_place_gp	52.2	247000	48390	3670	1220
3_5_place_dp	52.2	247000	48410	3680	1210
2_1_floorplan	-	238000	50970	3330	1170
6_report	55.6	264000	49560	6150	1200
5_1_grt	55.5	263000	49110	6260	1250
4_1_cts	55.2	262000	49530	6090	1200
-- layout by cell type (no fill, tap or decap), drive strengths merged --
cell type / n
edfxtp: 4160
mux4: 2688
mux2: 2112
o21ai: 2112
nand2: 2098
buf: 864
diode: 636
clkbuf: 554
clkinv: 209
clkdlybuf4s50: 102
nand4: 65
nor4: 65
o21bai: 56
bufinv: 49
a21boi: 16
o21a: 16
inv: 16
clkinvlp: 14
nand3: 10
nor2b: 9
or2: 8
nor4bb: 6
nor3: 6
or4bb: 5
nand2b: 4
and4b: 4
nand4b: 4
nor4b: 4
or4b: 4
nor2: 4
and2: 3
or3: 3
xor2: 2
a41o: 2
and4: 1
nand4bb: 1
or4: 1
Power figures rest on the tool's default switching activity, not on a simulated workload.
